--- ./design.v ---
module ALU(Ain,Bin,ALUop,out,Z);
  input [15:0] Ain, Bin;
  input [1:0] ALUop;
  output [15:0] out;
  output Z;  
  reg [15:0] result;
  assign out = result;
  assign Z = ( result === 16'b0000_0000_0000_0000 );
  always @(*) begin
    case(ALUop)
	   2'b00: result = Ain + Bin;
		2'b01: result = Ain - Bin;
		2'b10: result = Ain & Bin;
		2'b11: result = ~Bin;
	   default: result = 16'bxxxx_xxxx_xxxx_xxxx;
	 endcase
  end
endmodule
module datapath (clk, 
                 readnum, vsel, loada, loadb, 
					  shift, asel, bsel, ALUop, loadc, loads, 
					  writenum, write, datapath_in, 
					  Z_out, datapath_out);
  input [15:0] datapath_in;
  output [15:0] datapath_out;
  input write, vsel, loada, loadb, asel, bsel, loadc, loads, clk;
  input [2:0] readnum, writenum;
  input [1:0] shift, ALUop;
  output Z_out;
  wire [15:0] data_in, data_out, Aload, Bload, sout, Ain, Bin, out;
  wire Z;
  mux2 mod9(datapath_out, datapath_in, vsel, data_in);
  regfile REGFILE(data_in, writenum, write, readnum, clk, data_out);
  vDFFE mod3(clk, loada, data_out, Aload);
  vDFFE mod4(clk, loadb, data_out, Bload);
  mux2 mod6(Aload, 16'b0000_0000_0000_0000, asel, Ain);
  mux2 mod7(sout, {11'b0, datapath_in[4:0]}, bsel, Bin);
  shifter U1(Bload, shift, sout);
  ALU U2(Ain,Bin,ALUop,out,Z);
  vDFFE mod5(clk, loadc, out, datapath_out);
  vDFFE mod10(clk, loads, Z, Z_out);
endmodule
module lab5_top(KEY,SW,LEDR,HEX0,HEX1,HEX2,HEX3,HEX4,HEX5,CLOCK_50);
  input [3:0] KEY;
  input [9:0] SW;
  output [9:0] LEDR; 
  output [6:0] HEX0, HEX1, HEX2, HEX3, HEX4, HEX5;
  input CLOCK_50;
  wire [15:0] datapath_out, datapath_in;
  wire write, vsel, loada, loadb, asel, bsel, loadc, loads;
  wire [2:0] readnum, writenum;
  wire [1:0] shift, ALUop;
  input_iface IN(CLOCK_50, SW, datapath_in, write, vsel, loada, loadb, asel, 
                 bsel, loadc, loads, readnum, writenum, shift, ALUop, LEDR[8:0]);
  datapath DP ( .clk         (~KEY[0]),  
                .readnum     (readnum),
                .vsel        (vsel),
                .loada       (loada),
                .loadb       (loadb),
                .shift       (shift),
                .asel        (asel),
                .bsel        (bsel),
                .ALUop       (ALUop),
                .loadc       (loadc),
                .loads       (loads),
                .writenum    (writenum),
                .write       (write),  
                .datapath_in (datapath_in),
                .Z_out       (LEDR[9]),
                .datapath_out(datapath_out)
             );
  sseg H0(datapath_out[3:0],   HEX0);   
  sseg H1(datapath_out[7:4],   HEX1);
  sseg H2(datapath_out[11:8],  HEX2);
  sseg H3(datapath_out[15:12], HEX3);
  assign HEX4 = 7'b1111111;   
  assign HEX5 = 7'b1111111;   
endmodule
module input_iface(clk, SW, datapath_in, write, vsel, loada, loadb, asel, bsel, 
                   loadc, loads, readnum, writenum, shift, ALUop, LEDR);
  input clk;
  input [9:0] SW;
  output [15:0] datapath_in;
  output write, vsel, loada, loadb, asel, bsel, loadc, loads;
  output [2:0] readnum, writenum;
  output [1:0] shift, ALUop;
  output [8:0] LEDR;
  wire sel_sw = SW[9];  
  wire [15:0] datapath_in_next = sel_sw ? {8'b0,SW[7:0]} : datapath_in;
  vDFF #(16) DATA(clk,datapath_in_next,datapath_in);
  wire [8:0] ctrl_sw;
  wire [8:0] ctrl_sw_next = sel_sw ? ctrl_sw : SW[8:0];
  vDFF #(9) CTRL(clk,ctrl_sw_next,ctrl_sw);
  assign {readnum,vsel,loada,loadb,shift,asel,bsel,ALUop,loadc,loads,writenum,write}={
           ctrl_sw[3:1], ctrl_sw[4], ctrl_sw[5], ctrl_sw[6], 
           ctrl_sw[2:1], ctrl_sw[3], ctrl_sw[4], ctrl_sw[6:5], ctrl_sw[7], ctrl_sw[8],  
           ctrl_sw[3:1], ctrl_sw[0]    
  };
  assign LEDR = sel_sw ? ctrl_sw : {1'b0, datapath_in[7:0]};  
endmodule         
module vDFF(clk,D,Q);
  parameter n=1;
  input clk;
  input [n-1:0] D;
  output [n-1:0] Q;
  reg [n-1:0] Q;
  always @(posedge clk)
    Q <= D;
endmodule
module sseg(in,segs);
  input [3:0] in;
  output [6:0] segs;
  assign segs = 7'b0001110;   
endmodule
module regfile(data_in, writenum, write, readnum, clk, data_out);
	input [15:0] data_in;
	input [2:0] writenum, readnum;
	input write, clk;
	output [15:0] data_out;
	wire [7:0] hot_writenum, hot_readnum;
	wire [15:0] R0, R1, R2, R3, R4, R5, R6, R7;
	wire en0, en1, en2, en3, en4, en5, en6, en7;
	assign en0 = write & hot_writenum[0];
	assign en1 = write & hot_writenum[1];
	assign en2 = write & hot_writenum[2];
	assign en3 = write & hot_writenum[3];
	assign en4 = write & hot_writenum[4];
	assign en5 = write & hot_writenum[5];
	assign en6 = write & hot_writenum[6];
	assign en7 = write & hot_writenum[7];
	decoder38a writex(writenum, hot_writenum);
   decoder38a readx(readnum, hot_readnum);
	vDFFE r0(clk, en0, data_in, R0);
	vDFFE r1(clk, en1, data_in, R1);
	vDFFE r2(clk, en2, data_in, R2);
	vDFFE r3(clk, en3, data_in, R3);
	vDFFE r4(clk, en4, data_in, R4);
	vDFFE r5(clk, en5, data_in, R5);
	vDFFE r6(clk, en6, data_in, R6);
	vDFFE r7(clk, en7, data_in, R7);
   mux8 outx(R0, R1, R2, R3, R4, R5, R6, R7, hot_readnum, data_out);
endmodule
module mux2(a0, a1, s, b);
	input [15:0] a0, a1;
	input s;
	output [15:0] b;
	assign b = s ? a1 : a0;  
endmodule
module mux8(a0, a1, a2, a3, a4, a5, a6, a7, s, b);
	input [15:0] a0, a1, a2, a3, a4, a5, a6, a7;
	input [7:0] s;
	output [15:0] b;
	assign b = ({16{s[0]}} & a0) | 
				  ({16{s[1]}} & a1) |
				  ({16{s[2]}} & a2) |
				  ({16{s[3]}} & a3) |
				  ({16{s[4]}} & a4) |
				  ({16{s[5]}} & a5) |
				  ({16{s[6]}} & a6) |
				  ({16{s[7]}} & a7) ;	
endmodule
module decoder38a(a, b);
	input [2:0] a;
	output [7:0] b;
	wire [7:0] b = 1 << a;  
endmodule
module vDFFE(clk, en, in, out);
	input clk, en;
	input [15:0] in;
	output [15:0] out;
	reg [15:0] out;
	wire [15:0] next_out;
	assign next_out = en ? in : out;  
	always @(posedge clk) begin
		out = next_out;	
	end
endmodule
module shifter(in,shift,sout);
  input [15:0] in;
  input [1:0] shift;
  output [15:0] sout;
  reg [15:0] result;
  assign sout = result;
  always @(*) begin
    case (shift)
	   2'b00: result = in;
		2'b01: result = {in[14:0], 1'b0};
		2'b10: result = {1'b0, in[15:1]};
		2'b11: result = {in[15], in[15:1]};
		default: result = 16'bxxxx_xxxx_xxxx_xxxx;
    endcase
  end
endmodule
--- ./config.mk ---
export PLATFORM = sky130hd
export DESIGN_NAME = lab5_top
export DESIGN_NICKNAME = lab5_top
export VERILOG_FILES = /design/flow/design.v
export SDC_FILE = /design/flow/constraint.sdc
export NUM_CORES = 4
export LEC_CHECK = 1
export CORE_UTILIZATION = 50
--- ./constraint.sdc ---
current_design lab5_top

set clk_period 2.1
set clk_io_pct 0.2

create_clock -name clk0 -period $clk_period [get_ports {CLOCK_50}]

set non_clock_inputs [all_inputs -no_clocks]
set_input_delay [expr $clk_period * $clk_io_pct] -clock clk0 $non_clock_inputs
set_output_delay [expr $clk_period * $clk_io_pct] -clock clk0 [all_outputs]
--- ./run.sh ---
#!/bin/bash
# OpenROAD 26Q1-2900-gdf79404cd8, Yosys 0.63+post, stock flow scripts
make -C /OpenROAD-flow-scripts/flow DESIGN_CONFIG=/design/flow/config.mk WORK_HOME=/design/flow/orfs finish
==> flow_metrics.env <==
# yosys + openroad results
export IMPL_synth_cell_types=67
export IMPL_drv_slew=0
export IMPL_port_buffers=21
export IMPL_arrival_ns=1.60
export IMPL_lay_top_count="edfxtp_1"
export IMPL_area_growth_pct=5.26
export IMPL_max_cap_violations=0
export IMPL_async_flop_share_pct=0
export IMPL_grt_pass1_wl_mm=31.9
export IMPL_ys_seq_share_pct=60.7
export IMPL_grtUsageTotal_pct=23.1
export IMPL_final_area_um2=10100
export IMPL_crit_path_end_kind="output pin"
export IMPL_flop_cell="edfxtp_1"
export IMPL_max_slew_margin_pct=42.7
export IMPL_critPathRequiredTime_ns=1.68
export IMPL_peakVddDrop_uv=334
export IMPL_avgSynthCellArea_um2=12.9
export IMPL_status="finished clean"
export IMPL_die_x_um=141
export IMPL_htree_num_levels=1
export IMPL_clock_path_buffers=2
export IMPL_rows=50
export IMPL_fillers=1578
export IMPL_setup_viol=0
export IMPL_final_cell_mix="edfxtp_1, a21oi_1, conb_1"
export IMPL_yosys_cells=743
export IMPL_grt_pass1_vias=5652
export IMPL_ys_flops=194
export IMPL_p_leak_nw=3.54
export IMPL_syn_inst=743
export IMPL_edf_count=194
export IMPL_place_area_um2=10000
export IMPL_cp_max_fo=6
export IMPL_yosys_warnings=7
export IMPL_cts_tree="done"
export IMPL_unclocked_pins=177
export IMPL_drc=0
export IMPL_untimed_endpoints=355
export IMPL_fin_crit_ns=2.02
export IMPL_antenna_found_initial=0
export IMPL_final_core_util_pct=53.9
export IMPL_critPathKind="input port to output pin"
export IMPL_startpoint_type="input port"
export IMPL_route_vias_total=5634
export IMPL_ys_area_um2=9600
export IMPL_post_dp_hpwl_mm=14.2
export IMPL_die_h_um=141
export IMPL_drive_gt1_share_pct=11.5
export IMPL_rsz0062_at_grt="false"
export IMPL_dp_slack_ns=-0.184
export IMPL_postCtsHoldBufs=0
export IMPL_route_antenna_diode_count=0
export IMPL_hold_class="input port to flip-flop"
export IMPL_pin_count=67
export IMPL_busiest_layer="met1"
export IMPL_fin_crit_sh_pct=96.1
export IMPL_gp_congestion=0.803
export IMPL_grt_max_degree=68
export IMPL_drtIter0Drc=288
export IMPL_wl_mm=20.4
export IMPL_use_met2_pct=34.6
export IMPL_dr_pass1_iters=4
export IMPL_hold_violations=0
export IMPL_wl_per_cell_um=20.5
export IMPL_power_total_mw=2.83
export IMPL_met3_usage_pct=10.9
export IMPL_warnings=29
export IMPL_cts_root_buf="clkbuf_16"
export IMPL_use_met1_pct=36.3
export IMPL_worst_pin_slew_ns=0.855
export IMPL_via_per_inst=5.67
export IMPL_numCtsBuffers=3
export IMPL_grt_ovfl_total=0
export IMPL_path_clk_slew_ns=0.05
export IMPL_drtAntennaViolNets=0
export IMPL_fp_util_pct=51.2
export IMPL_die_area_um2=19800
export IMPL_place_inst=987
export IMPL_power_density_nw_per_um2=280
export IMPL_setup_ws_ns=0.0828
export IMPL_finalNonFillerCells=993
export IMPL_synth_area_um2=9600
export IMPL_core_um2=18800
export IMPL_fmax_ghz=0.496
## flip-flops by register name, summed over array words and instances, names as in the netlist
signal             flops
DP.mod10.out           1
DP.REGFILE.r0.out     16
DP.REGFILE.r2.out     16
DP.REGFILE.r1.out     16
DP.REGFILE.r3.out     16
IN.CTRL.Q              9
DP.REGFILE.r6.out     16
DP.REGFILE.r5.out     16
DP.mod3.out           16
DP.mod4.out           16
DP.REGFILE.r7.out     16
IN.DATA.Q              8
DP.mod5.out           16
DP.REGFILE.r4.out     16
## routing by layer
layer	up-vias	routed length, µm
met1	2700	8620
met3	2	2140
met5	-	0
met4	0	23
met2	198	9580
li1	2734	-
## final timing paths
path,from,end,depth (start not counted)
worst min-delay path,SW[8],IN.CTRL.Q[8],1
worst max-delay path,SW[9],LEDR[7],4
## power by group
group | total [mW] | internal [mW] | switching (mW)
sequential | 0.878 | 0.839 | 0.0394
combinational | 1.58 | 0.597 | 0.984
clock | 0.371 | 0.254 | 0.117
## stage by stage
step / setup TNS (ns) / hold WS, ns
after floorplan: 0 / 0.519
after global placement: -1.18 / 0.983
after detailed placement: -1.38 / 0.985
after CTS: 0 / 0.741
after global routing: 0 / 0.735
final: 0 / 0.747
## worst max-delay path, cell delays in order
cell             delay (ns)
dlygate4sd2_1          0.26
buf_6                  0.15
mux2_2                 0.34
clkdlybuf4s50_1        0.43
## cells in the mapped netlist, types with 5 or more instances
| library cell | count | area [µm²] |
|---|---|---|
| a211oi_1 | 9 | 67.6 |
| a21oi_1 | 46 | 230 |
| a221o_1 | 7 | 70.1 |
| a221oi_1 | 10 | 87.6 |
| a22oi_1 | 13 | 97.6 |
| and3_1 | 7 | 43.8 |
| buf_1 | 6 | 22.5 |
| buf_4 | 44 | 330 |
| clkbuf_1 | 26 | 97.6 |
| edfxtp_1 | 194 | 5830 |
| ha_1 | 17 | 213 |
| inv_1 | 18 | 67.6 |
| mux2_2 | 33 | 372 |
| mux2i_1 | 34 | 340 |
| nand2_1 | 36 | 135 |
| nand3_1 | 9 | 45.0 |
| nand3b_1 | 5 | 37.5 |
| nor2_1 | 39 | 146 |
| nor2b_1 | 40 | 250 |
| nor3_1 | 11 | 55.1 |
| o21ai_0 | 34 | 170 |
| xnor2_1 | 17 | 149 |
| xor2_1 | 7 | 61.3 |
## repair_timing
action | CTS | global route
setup buffers | 1 | 0
endpoints found under the setup margin | 9 | 0
gates resized | 4 | 0
## area by class of cell
| class | count | area, µm² | area share, % |
|---|---|---|---|
| Tap cell | 234 | 293 | 2.90 |
| Sequential cell | 194 | 5830 | 57.6 |
| Clock buffer | 3 | 75.1 | 0.743 |
| Clock inverter | 1 | 5.00 | 0.0495 |
| Inverter | 18 | 70.1 | 0.693 |
| Timing Repair Buffer | 53 | 457 | 4.52 |
| Multi-Input combinational cell | 490 | 3380 | 33.5 |
## logic make-up (layout without fill, tap and decap cells)
kind of cell / count (synthesis) / in the layout / share of synthesized area [%]
xor+xnor: 24 / 24 / 2.19
buf+inv: 99 / 75 / 5.88
fa+ha+maj: 18 / 18 / 2.42
compound gates: 156 / 156 / 11.0
flops: 194 / 194 / 60.7
other cells: 2 / 42 / 0.0782
simple gates: 182 / 182 / 10.1
mux: 68 / 68 / 7.65
No activity file was given, so power comes from the tool's default toggle rates.
